==> flow/design.v <==
`timescale 1ns/1ps
module ALU(ALUout, ALUin1, ALUin2, control, zFlag);
	input [2:0] control;
	input [31:0] ALUin1, ALUin2;
	output reg [31:0] ALUout;
	output reg zFlag;
	always @ (*)
	begin
		zFlag = (ALUin1 == ALUin2);
		case (control)
			3'b000: begin
					ALUout <= ALUin1 + ALUin2;     
			end
			3'b001: begin                           
					ALUout <= ALUin1 - ALUin2;
			end			
			3'b010: begin
			       ALUout <= ALUin1 & ALUin2;      
			end
			3'b011: begin
					ALUout <= ALUin1 | ALUin2;      
			end
			3'b101: begin  
					if((ALUin1 - ALUin2) >= 32'h80000000) ALUout <= 32'b1; 			                 
					else ALUout <= 32'b0;                  
			end
			3'b100: begin
					if ((ALUin1 - ALUin2) >= 32'b0) ALUout <= 32'b0;
					else ALUout <= 32'b1;
			end
			3'b110: begin
					ALUout <= ALUin1 ^ ALUin2;            
			end 
			default: begin ALUout <= ALUin1 + ALUin2; end
		endcase
	end
endmodule
==> flow/run.sh <==
#!/bin/bash
# OpenROAD 26Q1-2900-gdf79404cd8, Yosys 0.63+post, stock flow scripts
make -C /OpenROAD-flow-scripts/flow DESIGN_CONFIG=/design/flow/config.mk WORK_HOME=/design/flow/orfs finish
==> flow/config.mk <==
export PLATFORM = sky130hd
export DESIGN_NAME = ALU
export DESIGN_NICKNAME = ALU
export VERILOG_FILES = /design/flow/design.v
export SDC_FILE = /design/flow/constraint.sdc
export NUM_CORES = 4
export LEC_CHECK = 1
export CORE_UTILIZATION = 50
==> flow/constraint.sdc <==
current_design ALU

set clk_period 14.6
set clk_io_pct 0.2

create_clock -name clk0 -period $clk_period

set non_clock_inputs [all_inputs -no_clocks]
set_input_delay [expr $clk_period * $clk_io_pct] -clock clk0 $non_clock_inputs
set_output_delay [expr $clk_period * $clk_io_pct] -clock clk0 [all_outputs]
==> impl_results.rst <==
Flow metrics
------------

.. list-table::
   :header-rows: 1

   * - Metric
     - Value
   * - Unrepaired setup endpoints after global routing
     - false
   * - Initial antenna violation count
     - 0
   * - P per Cell Area
     - 40.79 mW/mm^2
   * - Die Size
     - 0.01195 sq mm
   * - Relative slew slack
     - 46.70%
   * - Post-layout min period
     - 9.670 ns
   * - Signal arrival time at the worst endpoint
     - 6.75 ns
   * - Element type at the critical path start
     - primary input
   * - Comb area leader
     - AND-OR/OR-AND gates
   * - Post-synth top area share
     - between 20% and 30%
   * - Antenna Diode Count
     - 0
   * - Gr ovfl total
     - 0
   * - Max Fclk
     - 103.4 MHz
   * - Post-CTS Setup Repair Bufs
     - 0
   * - Clkbuf count
     - 0
   * - Startpoint of the tightest hold check path
     - control[0]
   * - Switching share of power
     - approximately 56%
   * - Number of warning messages in the yosys log
     - 1
   * - Synth Cell Area
     - 0.005759 sq mm
   * - Post-synthesis cell count
     - 909
   * - Parity-gate share of the synthesized area counting xor and xnor cells
     - 0.1521%
   * - Routed WL
     - 19930 microns
   * - Slowest-stage cell, CP
     - sky130_fd_sc_hd__clkdlybuf4s50_1
   * - Top-Level Pins
     - around 100
   * - Post-synthesis sequential area ratio
     - 0%
   * - Length of the first detailed-routing pass in iterations
     - 7
   * - Die height
     - 109.3 microns
   * - Hpwl dp
     - roughly 15000 microns
   * - Yosys cell count
     - between 900 and 1000
   * - CP bufs+invs
     - 3
   * - Number of setup violations in the final report
     - 0
   * - Fraction of the mapped netlist area in compound gates
     - between 40% and 50%
   * - Design internal power
     - 0.1209 mW
   * - Most frequent cell on the critical path
     - sky130_fd_sc_hd__clkdlybuf4s50_1
   * - Std cell rows
     - 38
   * - Share of the core filled with cells
     - 61.15%
   * - Category of the worst setup path capture point
     - output pin
   * - Adder-cell share of the synthesized area
     - 21.33%
   * - Total area of multi-input combinational cells
     - 0.005086 sq mm
   * - Max VDD drop
     - roughly 33 uV
   * - Flop count
     - 0
   * - Vias in the first global route
     - about 6000
   * - WHS Endpoint
     - ALUout[2]
   * - Count of pins over their slew limit
     - 0
   * - Synthesized-area fraction occupied by and/or/nand/nor cells
     - between 20% and 30%
   * - Power after layout
     - between 0.2 and 0.3 mW
   * - Total non-filler cell area in the finished layout
     - 0.006745 sq mm
   * - P_sw
     - 0.1542 mW
   * - Max Cap Violations
     - 0
   * - Maximum cell stage delay along the critical path
     - 0.50 ns
   * - Share of power burned in the clock network
     - 0%
   * - Part of the power in registers
     - 0%
   * - Number of buffers inserted by hold repair at cts
     - 0
   * - Drc violations
     - 0
   * - Largest net degree at the start of global routing
     - 77
   * - Sequential standard cell area
     - 0 sq um
   * - Number of gates given a new drive strength after cts
     - 0
   * - Top cell type by instance count after synthesis
     - sky130_fd_sc_hd__inv_1
   * - RD Place Congestion
     - around 1
   * - Worst-path fanout max
     - 5
   * - Final routed wire length divided by cell count
     - 18.15 microns
   * - Worst hold path cell count
     - 5
   * - Ordered cell list for the critical path
     - clkdlybuf4s50_1, ha_1, inv_1, fa_1, nor2b_1, o311ai_1, a21oi_1, a221oi_2, o211ai_1, a2111o_1, nand3_1, a2bb2oi_1, clkdlybuf4s50_1
   * - Tally of unique sky130hd cells used after synthesis
     - 80
   * - List of most frequent post-synthesis cells
     - sky130_fd_sc_hd__inv_1, sky130_fd_sc_hd__a21oi_1, sky130_fd_sc_hd__nor2_1
   * - Starting DRT DRC Count
     - 606
   * - First-pass GRT wire length
     - between 30000 and 40000 microns
   * - Main area contributors after synthesis
     - sky130_fd_sc_hd__ha_1, sky130_fd_sc_hd__a21oi_1, sky130_fd_sc_hd__inv_1, sky130_fd_sc_hd__nor2_1, sky130_fd_sc_hd__o21ai_0
   * - Stage-log warning count
     - roughly 96
   * - Global-route usage over all layers
     - 33.51%
   * - Routed vias/inst
     - 6.405
   * - Area figure in the yosys stat output
     - 0.005759 sq mm
   * - Class of the tightest hold or removal check
     - in2out
   * - Final hold slack
     - just over 7 ns
   * - Comb pwr share
     - 100.0%
   * - Number of filler cells placed in the layout
     - 989
   * - Proportion of synthesized area in mux cells
     - ~1.8%
   * - DP Area
     - slightly below 0.007 sq mm
   * - Type of the worst setup path
     - in2out
   * - Layout cell share with drive strength beyond 1
     - under 10%
   * - Per-instance average area after synthesis
     - 6.336 sq um
   * - Port buffer count
     - 100
   * - Detailed-route via count
     - 7033
   * - Static leakage power
     - 3.063 nW
   * - Actual slew at the worst max-slew pin
     - around 0.8 ns
   * - Number of routed nets with antenna violations
     - 0
   * - Total negative slack
     - 0 ns
   * - Required time of the worst setup path
     - 11.68 ns
   * - Final hold viol count
     - 0
   * - Area overhead of the layout relative to synthesis
     - 17.12%
   * - Outcome
     - finished clean
   * - Initial Util
     - 52.21%
   * - Core outline area
     - about 0.011 sq mm
   * - Synth area leader
     - sky130_fd_sc_hd__ha_1
   * - Share of the clock period used by the worst path
     - 66.23%
   * - Width of the chip
     - 109.3 microns
   * - Delay-heaviest family, CP
     - AND-OR/OR-AND gates
per-stage QoR:
stage / setup slack [ns] / instances
CTS: 4.971 / 1098
detailed placement: 4.990 / 1098
global route: 4.639 / 1098
finish: 4.930 / 1098
global placement: 5.075 / 1098
floorplan: 6.415 / 909
power groups by stage:
stage	logic, mW	clock network (mW)	registers, mW
finish	0.275	0	0
global route	0.302	0	0
CTS	0.271	0	0
layout by cell type, fill, tap and decap left out, drive strengths merged, types with 18 or more instances in the layout:
cell and instances:
a21o 20, inv 110, nor2 100, o21ai 70, o211ai 18, ha 95, a21oi 105, a211oi 18
clkdlybuf4s50 99, nand2 59
kinds of logic (layout without fill, tap and decap cells):
logic type / Yosys count / count (layout)
AND-OR/OR-AND: 368 / 368
AND/OR/NAND/NOR: 263 / 263
buffers and inverters: 171 / 220
adder cells (fa/ha/maj): 97 / 97
multiplexers: 9 / 9
XOR/XNOR: 1 / 1
area by class of cell:
class / count / share of cell area, %
Multi-Input combinational cell: 738 / 75.40
Timing Repair Buffer: 110 / 15.88
Inverter: 110 / 6.121
Tap cell: 140 / 2.597
worst max-delay path by stage:
stage | start | endpoint | slack (ns) | cells after the start
after global routing | ALUin1[0] | ALUout[28] | 4.64 | 14
final | ALUin2[0] | ALUout[28] | 4.93 | 13
after CTS | ALUin2[0] | ALUout[28] | 4.97 | 13
per-layer routing:
layer,wire (microns),up-vias,track usage (%),share of wire [%]
li1,-,3405,-,-
met1,8563,3174,46.93,43
met2,8992,418,55.26,45
met3,2012,36,3.746,10
met4,364,0,7.619,1.8
met5,0,-,0,0
Power figures rest on the tool's default switching activity, not on a simulated workload.
