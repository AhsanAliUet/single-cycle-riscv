$ cat ./design.v
`timescale 1ns/1ps
module signExt(in, out, ImmSrc);
	input [31:0] in;    
	input [1:0] ImmSrc;
	output reg [31:0] out;
	always @ (*)
	begin
	if (ImmSrc == 2'b00)           
	begin
		out = {{20{in[31]}}, in[31:20]};
	end
	if (ImmSrc == 2'b01)             
	begin
		out = {{20{in[31]}}, in[31:25], in[11:7]};
	end
	if (ImmSrc == 2'b10)     
	begin
		out = {{20{in[31]}}, in[7], in[30:25], in[11:8], 1'b1};
	end
	if (ImmSrc == 2'b11)  
	begin
		out = {{12{in[31]}}, in[19:12], in[20], in[30:21], 1'b0};
	end
	end
endmodule
$ cat ./run.sh
#!/bin/bash
# OpenROAD 26Q1-2900-gdf79404cd8, Yosys 0.63+post, stock flow scripts
make -C /OpenROAD-flow-scripts/flow DESIGN_CONFIG=/design/flow/config.mk WORK_HOME=/design/flow/orfs finish
$ cat ./constraint.sdc
current_design signExt

set clk_period 2.5
set clk_io_pct 0.2

create_clock -name clk0 -period $clk_period

set non_clock_inputs [all_inputs -no_clocks]
set_input_delay [expr $clk_period * $clk_io_pct] -clock clk0 $non_clock_inputs
set_output_delay [expr $clk_period * $clk_io_pct] -clock clk0 [all_outputs]
$ cat ./config.mk
export PLATFORM = sky130hd
export DESIGN_NAME = signExt
export DESIGN_NICKNAME = signExt
export VERILOG_FILES = /design/flow/design.v
export SDC_FILE = /design/flow/constraint.sdc
export NUM_CORES = 4
export LEC_CHECK = 1
export CORE_AREA = 10 10 71 71
export DIE_AREA = 0 0 81 81
==> results.tsv <==
stage	metric	value	unit
setup_path	cp_num_buf_inv	2	
detailed_routing	drt-vias-per-instance	3.32	
finish	syn2layout_area_growth	114	%
setup_path	path_common_cell	clkdlybuf4s50_1	
grt	grt_pass1_wl	2.49	mm
cts	hold_buffers	0	
synthesis	synth-edff-count	0	
synthesis	avgSynthCellArea	10.5	µm²
place	place_congestion	0.729	
final_timing	period_needed	2.40	ns
synthesis	yosys_register_bits	21	
synthesis	synth_cells	55	
grt	globalRoute.totalOverflow	0	
detailed_routing	drt_first_pass_iters	3	
synthesis	yosys_warnings	1	
final_timing	hold_viol	0	
cts	post_cts_buffers	0	
setup_path	path_cells	clkdlybuf4s50_1 > a31o_2 > dlxtn_1 > clkdlybuf4s50_1	
synthesis	synthDistinctLibCells	14	
detailed_routing	num_vias	561	
detailed_routing	ant_nets	0	
floorplanning	core	0.00363	mm²
power	ir_worst_vdd	37.0	µV
synthesis	ys_cells	55	
floorplanning	die_y	81	µm
detailed_routing	insertedDiodeCount	0	
floorplanning	fp_util	15.9	%
synthesis	synth_chip_area	577	µm²
finish	drive_above_1_share	14.0	%
finish	final_cells	169	
synthesis	netlist_area	577	µm²
final_timing	slew_violations	0	
detailed_routing	wl	1.74	mm
final_timing	rsz0062_at_grt	no	
detailed_routing	drcViolationCount	0	
synthesis	async_flop_share	0	%
finish	ff_latch_area	315	µm²
setup_path	crit_path_start_kind	primary input	
floorplanning	die_area	0.00656	mm²
run_status	outcome	completed	
final_timing	unclocked_regs	21	
power	cellPowerDensity	121	mW/mm²
setup_path	max_stage_delay	0.46	ns
setup_path	cp.arrival	1.90	ns
final_timing	max_freq	0.417	GHz
place	placed_cells	169	
place	dp_hpwl	1.59	mm
grt	antenna_found_initial	0	
flow_run	cap_violations	0	
final_timing	untimed_endpoints	21	
floorplanning	io_pins	66	
power	p_leak	0.561	nW
floorplanning	dieWidth	81	µm
setup_path	cp.required	2.00	ns
floorplanning	rows	22	
grt	grt.total_usage	4.65	%
flow_run	log.warning_count	39	
synthesis	synth-main-ff-cell	dlxtn_1	
finish	largest_reg_flops	21	
setup_path	end_kind	primary output	
detailed_routing	wire_per_inst	10.3	µm
final_timing	period_used_share	96.0	%
finish	final.fill_count	361	
grt	grt_max_degree	15	
grt	grt_pass1_vias	547	
detailed_routing	drtIter0Drc	2	
final_timing	setup_viol	0	
setup_path	crit_fanout	1	
place	port_buffers	59	
setup_path	cpLargestDelayFamily	buffers and inverters	
setup_path	worstSetupPathType	in2out	
setup_path	critical_path.slowest_cell	clkdlybuf4s50_1	
finish	logic_area	275	µm²
==> cell usage in the layout, fill, tap and decap left out <==
master           instances
nor2_1                   1
clkdlybuf4s50_1         54
clkbuf_2                 1
nor3_1                   1
xnor2_4                  1
a21boi_4                 1
mux2_2                   4
a21oi_1                  2
conb_1                  21
nand2b_1                 1
buf_4                    2
dlxtn_1                 21
a31o_2                   8
dlymetal6s2s_1           2
mux2i_1                  1
==> final cells by class <==
| type | count | area share (%) |
|---|---|---|
| Multi-Input combinational cell | 41 | 22.3 |
| Sequential cell | 21 | 25.5 |
| Tap cell | 48 | 4.86 |
| Timing Repair Buffer | 59 | 47.4 |
==> cell families after synthesis <==
group	count (synthesis)	share of synthesized area [%]
latches	21	54.7
buffers and inverters	13	15.8
AOI/OAI and AO/OA	11	15.2
muxes	5	9.54
and+or+nand+nor	3	2.60
xor gates and xnor gates	1	1.52
other	1	0.650
==> synthesized netlist by cell type (2+ instances only) <==
cell	instances	area (µm²)
dlxtn_1	21	315
buf_4	11	82.6
a31o_2	8	70.1
mux2_2	4	45.0
a21oi_1	2	10.0
==> stage by stage <==
| step | TNS (ns) | total power [mW] | utilization (%) | setup slack [ns] | area (µm²) |
|---|---|---|---|---|---|
| final | 0 | 0.150 | 34.0 | 0.0992 | 1240 |
| after floorplan | 0 | 0.0685 | - | 0.639 | 652 |
| after CTS | 0 | 0.153 | 33.8 | 0.000857 | 1230 |
| after global routing | 0 | 0.163 | 34.0 | 0.0183 | 1240 |
| after global placement | -10.87 | 0.147 | 33.3 | -0.826 | 1210 |
| after detailed placement | -11.08 | 0.148 | 33.3 | -0.848 | 1210 |
==> power by group <==
part | internal (mW) | total (mW) | leakage [nW] | switching, mW
Sequential | 0.0302 | 0.0341 | 0.170 | 0.00391
Combinational | 0.0848 | 0.116 | 0.390 | 0.0309
Clock | 0 | 0 | 0 | 0
Total | 0.115 | 0.150 | 0.561 | 0.0348
==> worst max path at each step <==
stage | end | startpoint | slack [ns] | depth (start not counted)
after CTS | out[16] | in[31] | 0.0009 | 5
final | out[16] | in[16] | 0.1 | 4
after global routing | out[16] | ImmSrc[0] | 0.02 | 5
==> timing repair <==
action | CTS | global route
pin swaps | 2 | 3
gates resized | 15 | 8
hold endpoints to repair | 0 | 0
setup endpoints to repair | 26 | 14
==> per-layer routing <==
metal	up-vias	track usage, %	wire length (µm)
met5	-	0	0
met2	38	8.04	733
li1	289	-	-
met1	234	4.98	616
met4	0	0	0
met3	0	3.01	386
Power figures rest on the tool's default switching activity, not on a simulated workload.
