<file path="flow/design.v">
`timescale 1ns/1ps
module dMemory(clk, rst, A, WD, RD, writeEn);
	input clk, rst, writeEn;
	input [31:0] A;  
	input [31:0] WD;
	output reg [31:0] RD;
	parameter noOfReg = 256;     
	parameter sizeofOneReg = 32;        
	reg [sizeofOneReg - 1:0] DataMemory [0:noOfReg - 1];
	integer i;
	always @ (*)
	begin
		RD = DataMemory[A];
	end
	always @ (posedge clk or posedge rst)
	begin
		if (rst == 0)
		begin
			if (writeEn == 1) DataMemory[A] <= WD;
		end
		else
		begin
			for (i = 0; i < 256; i = i + 1)
			begin
				DataMemory[i] <= 32'b0;
			end
		end
	end
endmodule
</file>
<file path="flow/run.sh">
#!/bin/bash
# OpenROAD 26Q1-2900-gdf79404cd8, Yosys 0.63+post, stock flow scripts
make -C /OpenROAD-flow-scripts/flow DESIGN_CONFIG=/design/flow/config.mk WORK_HOME=/design/flow/orfs finish
</file>
<file path="flow/config.mk">
export PLATFORM = sky130hd
export DESIGN_NAME = dMemory
export DESIGN_NICKNAME = dMemory
export VERILOG_FILES = /design/flow/design.v
export SDC_FILE = /design/flow/constraint.sdc
export NUM_CORES = 4
export LEC_CHECK = 1
export CORE_UTILIZATION = 50
</file>
<file path="flow/constraint.sdc">
current_design dMemory

set clk_period 9.5
set clk_io_pct 0.2

create_clock -name clk0 -period $clk_period [get_ports {clk}]

set non_clock_inputs [all_inputs -no_clocks]
set_input_delay [expr $clk_period * $clk_io_pct] -clock clk0 $non_clock_inputs
set_output_delay [expr $clk_period * $clk_io_pct] -clock clk0 [all_outputs]
</file>
==> results_tabular.tex <==
% Synthesis and place-and-route results
\begin{tabular}{lr}
\hline
Metric & Value \\
\hline
\multicolumn{2}{l}{\textbf{Final timing}} \\
Worst slew slack as a fraction of its limit & -0.01775 \\
Final setup fails & 6 \\
Final Critical Period & a little under 10 ns \\
Hold violation total from the final report & 0 \\
Final hold slack & roughly 0.49 ns \\
RSZ-0062 raised after global routing & yes \\
Transition at the pin with the smallest max-transition slack & about 1.5 ns \\
Worst-case setup margin in the final layout & -0.2922 ns \\
Cycle use final & 1.031 \\
Fmax & roughly 0.10 GHz \\
Final worst clock skew & 0 ns \\
Slew Limit Fails & 9 \\
\multicolumn{2}{l}{\textbf{Pwr}} \\
VDD IR max & 0.0001923 V \\
Leak & around 200 nW \\
Total Power Consumption & 75.87 mW \\
Power per cell area & roughly 190 mW/mm\^{}2 \\
\multicolumn{2}{l}{\textbf{Routing}} \\
\# DRC & 0 \\
DR pass1 iterations & 9 \\
Violation count after the first detailed-routing iteration & $\sim$22000 \\
DR vias/cell & $\sim$6.8 \\
Antenna-violating nets left & 0 \\
Routed length per placed instance & about 41 um \\
Total vias in the final route & between 200k and 250k \\
Total wirelength of the detailed-routed design & around 1500000 um \\
\multicolumn{2}{l}{\textbf{Synthesis}} \\
Dominant synthesized flop cell & sky130\_fd\_sc\_hd\_\_dfrtp\_1 \\
Cell count in the Yosys report & 26323 \\
Most common library cells after synthesis & sky130\_fd\_sc\_hd\_\_mux2\_2 (8219), sky130\_fd\_sc\_hd\_\_dfrtp\_1 (8192), sky130\_fd\_sc\_hd\_\_a22oi\_1 (2683), sky130\_fd\_sc\_hd\_\_clkbuf\_1 (1781), sky130\_fd\_sc\_hd\_\_buf\_1 (839) \\
Avg Inst Size Synth & 13.56 sq um \\
Top cell type's share of synthesized area & 0.5742 \\
Total standard cell area after synthesis & $\sim$0.36 sq mm \\
Main area contributors after synthesis & sky130\_fd\_sc\_hd\_\_dfrtp\_1 (57\%), sky130\_fd\_sc\_hd\_\_mux2\_2 (26\%), sky130\_fd\_sc\_hd\_\_a22oi\_1 (5.6\%), sky130\_fd\_sc\_hd\_\_clkbuf\_1 (1.9\%), sky130\_fd\_sc\_hd\_\_a22o\_1 (1.1\%) \\
Post-synth ARST share & 1.000 \\
Most popular library cell in the synthesized design by count & sky130\_fd\_sc\_hd\_\_mux2\_2 \\
Synth area leader & sky130\_fd\_sc\_hd\_\_dfrtp\_1 \\
Number of standard cells after synthesis & around 26000 \\
Syn. warnings & 2 \\
Summed standard-cell area reported by yosys & $\sim$0.36 sq mm \\
Register bit count reported by yosys & 8192 \\
Post-synthesis sequential area ratio & 0.5742 \\
Post-synth tally of flip-flops with integrated enable & 0 \\
Yosys cell types & roughly 67 \\
\multicolumn{2}{l}{\textbf{Floorplanning}} \\
Overall die area & about 0.72 sq mm \\
Initial core utilization & 0.5013 \\
Number of standard-cell rows in the floorplan & 310 \\
I/O pins & about 99 \\
Core area & $\sim$0.7 sq mm \\
Chip Width & 847.0 um \\
Chip height & around 850 um \\
\multicolumn{2}{l}{\textbf{Clocking}} \\
Number of clock sinks seen by CTS & slightly above 8000 \\
Clk slew on worst S/H paths & 0.06 ns \\
Number of buffers on the longest clock path & 4 \\
Clock buffer count from CTS & about 860 \\
Latency at later pin & between 1 and 1.5 ns \\
Quantity of hold-fixing buffers added after cts & 0 \\
Number of H-tree levels & 6 \\
CTS tree & done \\
Root buf cell & sky130\_fd\_sc\_hd\_\_clkbuf\_16 \\
\multicolumn{2}{l}{\textbf{Worst setup path}} \\
Data arrival time of the worst path & between 7 and 8 ns \\
Top fanout value on the critical path & 27 \\
Number of cells on the worst reg-to-reg path & 1 \\
Levels on crit path & 16 \\
Cells traversed along the worst timing path & buf\_2 > buf\_12 > or4b\_2 > buf\_4 > nor2\_4 > buf\_12 > a22oi\_1 > nand4\_1 > nor4\_4 > buf\_4 > nand4\_1 > buf\_4 > or4\_1 > buf\_4 > mux2\_2 > clkdlybuf4s50\_1 \\
Setup CP Type & input pin to primary output \\
Top delay family on crit path & simple AND/OR/NAND/NOR gates \\
Required @ worst endpoint & 7.60 ns \\
CP bufs+invs & 8 \\
Most repeated library cell on the critical path & sky130\_fd\_sc\_hd\_\_buf\_4 \\
Crit path max-delay cell type & sky130\_fd\_sc\_hd\_\_nand4\_1 \\
R2R setup slack & between 8 and 9 ns \\
CP max stage delay & roughly 0.65 ns \\
Kind of capture point of the worst setup path & primary output \\
Worst setup SP type & input pin \\
\multicolumn{2}{l}{\textbf{Worst hold path}} \\
Path category of the worst min-delay check & register to register \\
Cells on Worst Hold Path & 1 \\
\multicolumn{2}{l}{\textbf{Place}} \\
HPWL after detailed placement & 1013000 um \\
Total of buffers placed on input and output ports & between 70 and 80 \\
Final Wtd Congestion & 1.034 \\
\multicolumn{2}{l}{\textbf{Global routing}} \\
Aggregate global routing overflow & 0 \\
First-pass GRT wire length & about 2100000 um \\
Vias in the first global route & 247700 \\
Antenna violations before repair & around 190 \\
Largest net degree at the start of global routing & roughly 140 \\
Overall fraction of global-route tracks in use & 0.4456 \\
\multicolumn{2}{l}{\textbf{Flow run}} \\
Maximum capacitance violations & 1 \\
Number of logged tool warnings & $\sim$220 \\
\multicolumn{2}{l}{\textbf{Final layout}} \\
Largest register FFs & a little over 8000 \\
Register name with the most flops & DataMemory \\
Share of post-route cells with drive strength above 1 & 0.4398 \\
Registers with the most flip-flops & DataMemory: 8192 flops \\
Area Overhead vs Synth & 13.87\% \\
Tally of filler cells in the layout & roughly 56000 \\
\multicolumn{2}{l}{\textbf{Outcome}} \\
Violated checks & capacitance limit, slew limit, setup timing \\
Run status & finished with violations \\
\hline
\end{tabular}
-- layout by cell type (no fill, tap or decap), types with 332 or more instances in the layout --
master	n
sky130_fd_sc_hd__dfrtp_1	8192
sky130_fd_sc_hd__mux2_2	8219
sky130_fd_sc_hd__a22oi_1	2683
sky130_fd_sc_hd__o22ai_1	383
sky130_fd_sc_hd__nand2_1	372
sky130_fd_sc_hd__clkbuf_16	867
sky130_fd_sc_hd__and3_1	494
sky130_fd_sc_hd__a22o_1	461
sky130_fd_sc_hd__buf_4	1413
sky130_fd_sc_hd__diode_2	332
-- path summary, 6_finish.rpt --
kind / start / endpoint
setup / recovery: A[3] / RD[2]
hold / removal: DataMemory[16][15]$_DFFE_PP0P_ / DataMemory[16][15]$_DFFE_PP0P_
setup reg to reg: DataMemory[36][14]$_DFFE_PP0P_ / DataMemory[36][14]$_DFFE_PP0P_
hold reg to reg: DataMemory[16][15]$_DFFE_PP0P_ / DataMemory[16][15]$_DFFE_PP0P_
max in group asynchronous: rst / DataMemory[38][13]$_DFFE_PP0P_
min in group asynchronous: rst / DataMemory[241][8]$_DFFE_PP0P_
-- timing repair --
| action | in CTS | in global routing |
|---|---|---|
| setup buffers | 5 | 9 |
| pin swaps | 2 | 1 |
| gates resized | 21 | 13 |
| setup endpoints to repair | 14 | 9 |
| gates cloned | 0 | 0 |
-- per-layer routing --
| layer | up-vias | track usage | share of wire |
|---|---|---|---|
| li1 | 99325 | - | - |
| met1 | 132246 | 0.5767 | 0.36 |
| met2 | 13064 | 0.5756 | 0.41 |
| met3 | 3709 | 0.2953 | 0.16 |
| met4 | 152 | 0.2394 | 0.070 |
| met5 | - | 0.04344 | 0.0026 |
-- kinds of logic after synthesis --
group,count (synthesis),share of synthesized area
AND-OR/OR-AND,4673,0.09942
XOR/XNOR,3,0.00007361
buffers and inverters,2829,0.03075
flip-flops,8192,0.5742
multiplexers,8224,0.2594
AND/OR/NAND/NOR,2402,0.03614
-- area by class of cell --
cell class	instances	area, sq um	share of cell area
antenna	332	830.8	0.002044
clock buffer	1343	25820	0.06353
clock inverter	225	2668	0.006562
inverter	10	41.29	0.0001016
multi-input combinational	15302	143900	0.3540
sequential	8192	205000	0.5043
tap	9516	11910	0.02929
timing repair buffer	1731	16360	0.04023
-- power breakdown --
part           switching (mW)  total, mW  internal, mW  leakage (nW)
Sequential              0.782       37.3          36.5           113
Clock                    14.6       34.1          19.5          14.0
Combinational            2.84       4.45          1.61          71.6
Total                    18.2       75.9          57.7           199
-- metrics by stage --
step	TNS (ns)	utilization	area, sq um	instances	setup slack (ns)
4_1_cts	0	0.5695	405500	36309	0.001926
5_1_grt	-0.2021	0.5704	406200	36540	-0.1800
3_3_place_gp	-3.013	0.5292	376900	34734	-0.4609
3_5_place_dp	-2.841	0.5293	376900	34736	-0.4141
2_1_floorplan	-	-	357000	26323	-106.78
6_report	-0.8064	0.5708	406500	36651	-0.2922
No activity file was given, so power comes from the tool's default toggle rates.
